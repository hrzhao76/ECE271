<file path="design/flow/config.mk">
export PLATFORM = sky130hd
export DESIGN_NAME = clock_divider
export DESIGN_NICKNAME = clock_divider
export VERILOG_FILES = /design/flow/design.v
export SDC_FILE = /design/flow/constraint.sdc
export NUM_CORES = 4
export LEC_CHECK = 1
export CORE_UTILIZATION = 30
</file>
<file path="design/flow/constraint.sdc">
current_design clock_divider

set clk_period 7.2
set clk_io_pct 0.2

create_clock -name clk0 -period $clk_period [get_ports {clock}]

set non_clock_inputs [all_inputs -no_clocks]
set_input_delay [expr $clk_period * $clk_io_pct] -clock clk0 $non_clock_inputs
set_output_delay [expr $clk_period * $clk_io_pct] -clock clk0 [all_outputs]
</file>
<file path="design/flow/design.v">
module clock_divider (clock, reset, divided_clocks);
	input logic				reset, clock;
	output logic [31:0] 	divided_clocks = 0;
	always_ff @(posedge clock) begin
		divided_clocks <= divided_clocks + 1;
	end
endmodule
</file>
<file path="design/flow/run.sh">
#!/bin/bash
# OpenROAD 26Q1-2900-gdf79404cd8, Yosys 0.63+post, stock flow scripts
make -C /OpenROAD-flow-scripts/flow DESIGN_CONFIG=/design/flow/config.mk WORK_HOME=/design/flow/orfs finish
</file>
==> Slide: Implementation Results <==
Flow Results at a Glance

Worst setup path
  • Crit-path slowest cell: clkdlybuf4s50_1
  • Crit Path Class: reg -> out
  • CP Cell Sequence: clkdlybuf4s50_1
  • CP required: between 5 and 6 ns
  • CP Buf/Inv Count: 1
  • Setup crit start kind: flop
  • Cell family with most CP delay: buffers and inverters
  • Worst Setup End Kind: output pin
  • Slowest stage delay, CP: ~0.50 ns
  • WP data arrival: around 1.2 ns
  • Crit-path max FO: 6

CTS
  • Resized Gates After CTS: 0
  • Bufs on Longest Clock Path: 2
  • Num Clock Sinks: 32
  • Cts bufs inserted: 5
  • Post-CTS Setup Bufs: 0
  • Clk latency of the worst-skew pair: approximately 0.27 ns
  • Hold-fix buffers at CTS: 0
  • CTS Root Cell: clkbuf_8
  • CTS HTree Levels: 2
  • CTS tree: built
  • Clk pin slew, worst setup/hold paths: 0.06 ns

Global route
  • GRT Util Overall: 11.2%
  • Met3 GRT Util: ~2.7%
  • GR peak layer: met1
  • Initial antenna violation count: 0
  • Number of global-route vias before repair: 844
  • Pin count of the biggest net entering global routing: 12
  • Met2 GRT Util: 15.8%
  • GR Overflow Total: 0
  • GRT met1 Usage: 17.5%
  • First-pass GRT wire length: ~3.9 mm

Worst hold path
  • Min-Delay Path Class: reg -> reg

Floorplan
  • I/O pins: 34
  • Core area: just over 4000 µm²
  • Rows: 23
  • Full die area: roughly 4700 µm²
  • Die width: about 68 µm
  • Starting density of the core: around 32%
  • Die Height: 68.3 µm

Job
  • Tool Warnings: 26
  • Max-cap violations: 0

Yosys
  • Number of enable flip-flop cells: 0
  • Synthesis Warnings: 1
  • Synthesized area per cell: ~10 µm²
  • # Cells Yosys: around 130
  • Unique cell types: 24
  • Synth async-reset ratio: 0%
  • Yosys Chip Area: 1320 µm²
  • Seq share, synth: 48.6%
  • Main synth FF type: dfxtp_1
  • Post-Syn Area: between 1000 and 1500 µm²
  • Mapped Cells: between 100 and 150
  • Post-synth regs: 32

Drt
  • DRC Markers: 0
  • Via/cell ratio: between 4 and 5
  • First-pass DRT Iterations: 4
  • Antenna diodes: 0
  • Vias: approximately 970
  • WL per Instance: 11.0 µm
  • Drt initial violations: 70
  • DRT Wirelength: approximately 2.4 mm
  • Antenna Nets Post-Route: 0

Placed design
  • Hpwl dp: roughly 1.6 mm
  • Placer Congestion: 0.732
  • Post-Place Setup Slack: 4.84 ns
  • IO buf count: 32

Final timing
  • Rel. slew slack: between 60% and 70%
  • Final setup fails: 0
  • Setup_tns: 0 ns
  • Tmin final: ~2.7 ns
  • Worst Tran Pin Value: between 0.5 and 0.6 ns
  • FMAX: around 380 MHz
  • RSZ-0062 raised after global routing: false
  • Fin crit share: between 30% and 40%
  • Final Skew: around 0.0029 ns
  • Final Hold Fails: 0
  • Final worst-path setup slack: 4.55 ns
  • Max-slew violation count: 0

Pwr
  • Pleak: 0.704 nW
  • Max rail drop VDD: 0.0975 mV
  • PwrDens: roughly 180 nW/µm²

Layout
  • Area Growth Syn to Fin: 34.0%
  • Top flop regs: divided_clocks (32)
  • Largest reg by FF count: divided_clocks
  • Layout cell share with drive strength beyond 1: around 9.8%
  • Final core occ: between 40% and 50%
  • Largest register FFs: 32

Outcome
  • Status: finished clean
-- metrics by stage --
stage	cells	cell area, µm²	hold WS (ns)	power [mW]
floorplan	127	1320	0.394	0.181
global placement	205	1680	0.429	0.181
detailed placement	205	1680	0.432	0.181
CTS	213	1770	0.449	0.320
global route	213	1770	0.469	0.329
finish	213	1770	0.450	0.315
-- report_power, final --
group | switching (mW) | total (mW) | internal [mW]
logic | 0 | 0.000000401 | 0
registers | 0 | 0.177 | 0.177
clock network | 0.0602 | 0.138 | 0.0778
-- path summary, 6_finish.rpt --
| check | start | endpoint | slack (ns) | depth (start not counted) |
|---|---|---|---|---|
| hold reg to reg | divided_clocks[0]$_DFF_P_ | divided_clocks[0]$_DFF_P_ | 0.45 | 1 |
| hold / removal | divided_clocks[0]$_DFF_P_ | divided_clocks[0]$_DFF_P_ | 0.45 | 1 |
| setup / recovery | divided_clocks[2]$_DFF_P_ | divided_clocks[2] | 4.55 | 1 |
| setup reg to reg | divided_clocks[0]$_DFF_P_ | divided_clocks[24]$_DFF_P_ | 5.35 | 5 |
-- cell families after synthesis --
group	Yosys count	share of synthesized area, %
flip-flops	32	48.6
AND/OR/NAND/NOR	55	27.2
adder cells (fa/ha/maj)	1	0.949
buffers and inverters	9	3.32
XOR/XNOR	30	19.9
-- Yosys cell counts (all sizes together), types with 3 or more instances --
cell	number	share of area (%)
dfxtp	32	49
xor2	20	13
nand3	12	5.3
nor4	10	8.3
xnor2	10	6.6
nand2	9	2.6
nor2	6	1.7
inv	5	1.4
and4	4	2.7
buf	4	1.9
nor3	4	1.5
nand4	3	1.4
-- metal layers --
metal / part of all wire [%] / vias to the layer above
met5: 0 / -
met4: 1.6 / 0
met3: 5.7 / 7
met2: 42 / 29
met1: 51 / 431
li1: - / 502
-- cell usage in the layout (no fill, tap or decap) --
cell | netlist | final
and3_1 | 2 | 2
and4_1 | 4 | 4
clkbuf_1 | 0 | 2
clkbuf_8 | 0 | 6
clkdlybuf4s50_1 | 0 | 32
dfxtp_1 | 32 | 32
ha_1 | 1 | 1
inv_1 | 5 | 5
nand2_1 | 9 | 9
nand2b_1 | 1 | 1
nand3_1 | 10 | 10
nand3_2 | 2 | 2
nand4_1 | 3 | 3
nor2_1 | 6 | 6
nor3_1 | 4 | 4
nor3b_1 | 1 | 1
nor4_1 | 4 | 4
nor4_2 | 5 | 5
nor4_4 | 1 | 1
or2_2 | 1 | 1
or3_1 | 1 | 1
or3_4 | 1 | 1
xnor2_1 | 10 | 10
xor2_1 | 20 | 20
-- final cells by class --
class | count | area, µm²
Clock buffer | 8 | 90.1
Sequential cell | 32 | 641
Timing Repair Buffer | 32 | 320
Fill cell | 375 | 2350
Multi-Input combinational cell | 86 | 634
Inverter | 5 | 18.8
Tap cell | 50 | 62.6
-- worst reg2reg max path, cell delays in order, from the launching register on --
cell and delay (ns):
dfxtp_1 0.42, ha_1 0.26, nand3_1 0.11, or3_1 0.51
nor4_1 0.30, xor2_1 0.18
Power and IR drop assume default switching activity.
